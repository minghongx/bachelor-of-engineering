## design.v

```verilog
module counter (
	input clk_i,
	input rst_ni,
	input updown_i,
	input enable_i,
	output [3:0] bcd_o,
	output reg rc_o   
);
reg [3:0] state_d, state_q;
assign bcd_o = state_q;
parameter Start = 4'b0000;
parameter Stop  = 4'b1001;
always @(posedge clk_i, negedge rst_ni)
	if (~rst_ni)
		state_q <= Start;
	else
		state_q <= state_d;
always @(state_q, enable_i, updown_i) begin
	rc_o = 1'b0;
	state_d = state_q;   
	if (enable_i)
		if (updown_i)   
			if (state_d == Stop) begin
				state_d = Start;
				rc_o = 1'b1;
			end else
				state_d = state_d + 1'b1;
		else   
			if (state_d == Start)
				state_d = Start;
			else
				state_d = state_d - 1'b1;
end
endmodule
```

## run.sh

```bash
#!/bin/bash
# OpenROAD 26Q1-2900-gdf79404cd8, Yosys 0.63+post, stock flow scripts
make -C /OpenROAD-flow-scripts/flow DESIGN_CONFIG=/design/flow/config.mk WORK_HOME=/design/flow/orfs finish
```

## config.mk

```make
export PLATFORM = sky130hd
export DESIGN_NAME = counter
export DESIGN_NICKNAME = counter
export VERILOG_FILES = /design/flow/design.v
export SDC_FILE = /design/flow/constraint.sdc
export NUM_CORES = 4
export LEC_CHECK = 1
export CORE_AREA = 10 10 70 70
export DIE_AREA = 0 0 80 80
```

## constraint.sdc

```tcl
current_design counter

set clk_period 2.6
set clk_io_pct 0.2

create_clock -name clk0 -period $clk_period [get_ports {clk_i}]

set non_clock_inputs [all_inputs -no_clocks]
set_input_delay [expr $clk_period * $clk_io_pct] -clock clk0 $non_clock_inputs
set_output_delay [expr $clk_period * $clk_io_pct] -clock clk0 [all_outputs]
```

==> summary.rpt <==
FLOW METRICS REPORT
----------------------------------------------------
[Clocking]
  Number of buffers created by CTS ........................ 3
  Deepest clock path buffer count ........................ 2
  Number of cells upsized or downsized after cts ........................ 0
  Count of hold-fix buffers inserted at cts ........................ 0
  CTS Root Buffer Type ........................ sky130_fd_sc_hd__clkbuf_4
  Total number of clock tree sinks ........................ 4
  CTS HTree Levels ........................ 1
  Postcts setup bufs ........................ 0
  TritonCTS clock tree ........................ yes
  Clock slew at the register clock pins of the worst setup and hold paths ........................ 0.04 ns
  Insertion Delay late pin ........................ 0.23 ns

[Synthesis]
  Dominant cell area share ........................ 0.360
  Share of synthesized cell area in full adder, half adder and majority cells ........................ 0
  Yosys Warn Count ........................ 1
  Number of cell instances after yosys synthesis ........................ 31
  Yosys simple share ........................ 0.288
  Cell taking the most area after synthesis ........................ sky130_fd_sc_hd__dfrtp_1
  XORs/XNORs by Area ........................ 0.0315
  Flops & latches, synth ........................ 4
  Unique cell types ........................ 23
  Synthesis area per yosys ........................ 278 um2
  Synth Cell Area ........................ 278 um2
  Mux frac, synth ........................ 0.0360
  Mean area per synthesized cell ........................ 8.96 um2
  Main logic family after synthesis ........................ simple AND/OR/NAND/NOR gates
  Leading post-synthesis cells by cell area ........................ sky130_fd_sc_hd__dfrtp_1, sky130_fd_sc_hd__nor4b_1, sky130_fd_sc_hd__a31oi_1
  Seq share, synth ........................ 0.360
  Aoi share ........................ 0.198
  Cell count after synthesis ........................ 31

[Finish]
  Share of cells above drive strength 1 ........................ 0.119
  Registers with the most flip-flops ........................ state_q: 4 flops
  Max FFs per register ........................ 4
  Register with the most flip-flops ........................ state_q
  Number of fill cells ........................ 402
  Area Overhead vs Synth ........................ 57.2%

[Timing]
  Slack of the critical path ........................ 0.254 ns
  Minimum clock period ........................ 2.35 ns
  Unrepaired setup endpoints after global routing ........................ false
  Number of setup violations in the final report ........................ 0
  Worst Tran Pin Value ........................ 0.329 ns
  Number of pins exceeding their max-slew limit in the final report ........................ 0
  Sum of negative setup slack ........................ 0 ns
  Total count of hold-check failures in the final report ........................ 0
  Maximum clock rate ........................ 426 MHz
  Share of the clock period used by the worst path ........................ 0.902
  Max-Slew Margin vs Limit ........................ 0.781
  Max Clock Skew ........................ 0.00248 ns

[Routing]
  Ant. Diodes ........................ 0
  Number of DRC violations after detailed routing ........................ 0
  Drt initial violations ........................ 13
  Detailed Routing Iterations Pass 1 ........................ 2
  Routed wire per std cell ........................ 7.76 um
  Average vias per placed instance ........................ 3.10
  Total Wirelength ........................ 683 um
  DR vias ........................ 273
  Routed Antenna Nets ........................ 0

[Global routing]
  Routing usage on met1 ........................ 0.0221
  Busiest layer in global routing ........................ met2
  Global-route wire length before repair ........................ 1.12 mm
  Met3 track demand over resource in global routing ........................ 0.00682
  Initial antenna violation count ........................ 0
  Remaining Overflow, GRT ........................ 0
  Via count of the first global-routing pass ........................ 275
  Total Routing Usage GR ........................ 0.0207
  Largest net degree at the start of global routing ........................ 12
  Fraction of met2 tracks used by global routing ........................ 0.0361

[Placed design]
  GP Congestion ........................ 0.832
  Port Buf Inserts ........................ 8
  Pre-CTS WS ........................ 0.220 ns

[Floorplan]
  Placeable core region ........................ 3420 um2
  Die height ........................ 80 um
  Count of pins on the block boundary ........................ 9
  Std-Cell Rows ........................ 21
  Floorplan utilization ........................ 0.0813
  Die Area ........................ 6400 um2
  Horizontal die dimension ........................ 80 um

[Worst setup path]
  Combined buffer and inverter count along the critical path ........................ 2
  Cell repeated most along the worst path ........................ sky130_fd_sc_hd__clkdlybuf4s50_1
  Library cell contributing the largest single delay on the critical path ........................ sky130_fd_sc_hd__clkdlybuf4s50_1
  Required time at the endpoint of the critical path ........................ 2.08 ns
  Critical path, cell by cell ........................ clkdlybuf4s50_1, nand3_1, nor4_1, clkdlybuf4s50_1
  Critical path data arrival time ........................ 1.83 ns
  Kind of critical path ........................ primary input to primary output
  Delay of the slowest critical-path stage ........................ 0.52 ns
  CP Launch Type ........................ primary input
  Endpoint type of the worst setup path ........................ primary output
  Maximum fanout count along the critical path ........................ 2
  CP top delay family ........................ buffers and inverters

[Hold path]
  Worst hold path type ........................ primary input to async pin

[Power]
  PD cells ........................ 858 nW/um2
  Highest ir drop seen on vdd ........................ 0.167 mV
  Static power due to leakage ........................ 0.156 nW

[Flow run]
  Max-cap violation count ........................ 0
  Tool warnings ........................ 25

[Outcome]
  Status ........................ finished, final reports clean

----------------------------------------------------
-- synthesized netlist by cell type, drive strengths merged --
master,number
a21oi,1
xor2,1
o21ai,1
o211ai,1
o221ai,1
buf,2
nand2b,1
and2,1
nor4,1
o2bb2ai,1
nand3,2
a31oi,2
inv,2
dfrtp,4
or4,1
or3,1
o21a,1
nor2,1
mux2i,1
and3b,1
nand2,2
nor4b,2
-- path summary, 6_finish.rpt --
kind,startpoint,endpoint,slack (ns),depth (start not counted)
max,enable_i,rc_o,0.25,4
min,rst_ni,state_q[2]$_DFFE_PN0P_,0.48,1
max reg2reg,state_q[2]$_DFFE_PN0P_,state_q[0]$_DFFE_PN0P_,1.34,3
min reg2reg,state_q[2]$_DFFE_PN0P_,state_q[2]$_DFFE_PN0P_,0.66,1
max in group asynchronous,rst_ni,state_q[0]$_DFFE_PN0P_,1.96,1
min in group clk0,state_q[2]$_DFFE_PN0P_,state_q[2]$_DFFE_PN0P_,0.66,1
-- cell usage in the layout (no fill, tap or decap) --
master                            n
sky130_fd_sc_hd__o21a_1           1
sky130_fd_sc_hd__o221ai_1         1
sky130_fd_sc_hd__nor4_1           1
sky130_fd_sc_hd__nor4b_1          2
sky130_fd_sc_hd__or3_1            1
sky130_fd_sc_hd__o2bb2ai_1        1
sky130_fd_sc_hd__clkdlybuf4s50_1  8
sky130_fd_sc_hd__nand2b_1         1
sky130_fd_sc_hd__dfrtp_1          4
sky130_fd_sc_hd__and3b_1          1
sky130_fd_sc_hd__xor2_1           1
sky130_fd_sc_hd__nand3_1          2
sky130_fd_sc_hd__nand2_1          2
sky130_fd_sc_hd__buf_4            2
sky130_fd_sc_hd__a31oi_1          2
sky130_fd_sc_hd__inv_1            2
sky130_fd_sc_hd__o211ai_1         1
sky130_fd_sc_hd__mux2i_1          1
sky130_fd_sc_hd__o21ai_1          1
sky130_fd_sc_hd__nor2_1           1
sky130_fd_sc_hd__clkbuf_4         3
sky130_fd_sc_hd__a21oi_1          1
sky130_fd_sc_hd__and2_1           1
sky130_fd_sc_hd__or4_1            1
-- worst reg2reg max path: stages, from the launching register on --
cell                      delay [ns]
sky130_fd_sc_hd__dfrtp_1        0.45
sky130_fd_sc_hd__or4_1          0.54
sky130_fd_sc_hd__nand3_1        0.09
sky130_fd_sc_hd__o21ai_1        0.06
-- per-stage QoR --
step / area, um2 / hold slack [ns] / total power [mW] / std cells / util
final: 437 / 0.484 / 0.375 / 88 / 0.128
after global routing: 437 / 0.482 / 0.413 / 88 / 0.128
after CTS: 437 / 0.484 / 0.378 / 88 / 0.128
after detailed placement: 414 / 0.646 / 0.301 / 85 / 0.121
after global placement: 414 / 0.644 / 0.296 / 85 / 0.121
after floorplan: 278 / 0.224 / 0.231 / 31 / -
-- per-layer routing --
metal  up-vias  part of all wire
met3         2             0.078
met5         -                 0
met1       124              0.47
li1        138                 -
met4         0             0.018
met2         9              0.43
-- layout make-up --
class | instances | area, um2 | area share
inverters | 2 | 7.51 | 0.0172
clock buffers | 3 | 22.5 | 0.0516
multi-input cells | 23 | 154 | 0.352
well taps | 46 | 57.6 | 0.132
flip-flops and latches | 4 | 100 | 0.229
repair buffers | 10 | 95.1 | 0.218
-- cells by family after synthesis --
kind of cell	count (synthesis)
compound gates	8
buf+inv	4
simple gates	13
flops	4
mux	1
xor+xnor	1
-- report_power, final --
part | internal, mW | switching [mW] | leakage, nW
Clock | 0.0515 | 0.0239 | 0.0138
Combinational | 0.101 | 0.0452 | 0.0950
Sequential | 0.0890 | 0.0635 | 0.0473
Total | 0.242 | 0.133 | 0.156
Power and IR drop assume default switching activity.
