[./run.sh]
#!/bin/bash
# OpenROAD 26Q1-2900-gdf79404cd8, Yosys 0.63+post, stock flow scripts
make -C /OpenROAD-flow-scripts/flow DESIGN_CONFIG=/design/flow/config.mk WORK_HOME=/design/flow/orfs finish
[./design.v]
module GU_sec_cnt (input clk, output second);  
reg [27:0] new_count; 
assign second = (new_count == 3'd5);
	always @ (posedge clk) 
		begin 
			if (new_count == 3'd5) 
				begin 
					new_count <= 0; 
				end 
			else 
				new_count <= new_count + 1; 
		end
endmodule
[./constraint.sdc]
current_design GU_sec_cnt

set clk_period 4.5
set clk_io_pct 0.2

create_clock -name clk0 -period $clk_period [get_ports {clk}]

set non_clock_inputs [all_inputs -no_clocks]
set_input_delay [expr $clk_period * $clk_io_pct] -clock clk0 $non_clock_inputs
set_output_delay [expr $clk_period * $clk_io_pct] -clock clk0 [all_outputs]
[./config.mk]
export PLATFORM = sky130hd
export DESIGN_NAME = GU_sec_cnt
export DESIGN_NICKNAME = GU_sec_cnt
export VERILOG_FILES = /design/flow/design.v
export SDC_FILE = /design/flow/constraint.sdc
export NUM_CORES = 4
export LEC_CHECK = 1
export CORE_AREA = 10 10 98 98
export DIE_AREA = 0 0 108 108
==> job_summary.md <==
### Metrics collected by this job

| Metric | Value |
|---|---|
| Status | `finished clean` |
| Nature of the critical path endpoint | `primary output` |
| Share of the synthesized area in the top cell type | `48.3%` |
| CTS tree | `done` |
| Post-DP HPWL | `1.41 mm` |
| Crit path DRT | `3600 ps` |
| Max reg flops | `28` |
| Post-synth regs | `28` |
| Commonest cells in the netlist | `dfxtp_1 (28), xnor2_1 (16), nand2_1 (11), nand4_1 (11), nor2_1 (11)` |
| Wire length of the first global-routing pass | `3.66 mm` |
| Peak Freq | `0.340 GHz` |
| YS chip area | `1160 sq um` |
| Max-cap viol count | `0` |
| Yosys top cell by area | `dfxtp_1` |
| LEAKAGE | `0.469 nW` |
| Placeable Area | `7650 sq um` |
| Final min period | `2940 ps` |
| GRT Util Overall | `roughly 3.6%` |
| Ys Warns | `1` |
| Gr ovfl total | `0` |
| PnR Total Power | `441 uW` |
| DRT iter0 DRCs | `31` |
| Register share after synthesis | `48.3%` |
| Final Wtd Congestion | `0.867` |
| # Cells Yosys | `123` |
| Reg2reg end | `new_count[26]` |
| Final setup vio count | `0` |
| CP endpoint | `second` |
| Area of the mapped netlist | `between 1000 and 1500 sq um` |
| Slew margin rel. | `80.1%` |
| Initial antenna violation count | `0` |
| Antenna cell count | `0` |
| Post-synth cell types | `18` |
| Later-pin clock latency in the skew report | `270 ps` |
| Cells after synthesis | `~120` |
| Place WS | `roughly 1900 ps` |
| PostCTS Resize Cnt | `0` |
| Detailed Route WL | `around 2 mm` |
| Worst hold margin | `~470 ps` |
| R2R depth | `5` |
| Clock-pin slew on the worst setup and hold paths | `90 ps` |
| Tool warning count | `26` |
| Worst vdd ir | `between 0.2 and 0.3 mV` |
| Cell area power density | `322 nW/um^2` |
| Worst clock skew | `3.57 ps` |
| Main synth FF type | `dfxtp_1` |
| CTS hold repair buffers | `0` |
| Drt pass-1 iters | `4` |
| Num CTS Buffers | `3` |
| Total clock sinks | `28` |
| Reg-to-reg startpoint | `new_count[0]` |
| Layout cell share with drive strength beyond 1 | `4.72%` |
| PortBufs | `1` |
| DR vias/cell | `3.66` |
| EDFF count, synth | `0` |
| Row count | `32` |
| Num ports | `2` |
| Fin cells | `229` |
| CTS max path bufs | `2` |
| Most frequent cell after synthesis | `dfxtp_1` |
| Clock root buffer | `clkbuf_8` |
| H-tree levels | `1` |
| Syn avg cell area | `9.44 sq um` |
| Worst setup path startpoint | `new_count[0]` |
| Final worst slack | `1560 ps` |
| Most flop-heavy register | `new_count` |
| Number of global-route vias before repair | `812` |
| Cell area leaders | `dfxtp_1 (48%), xnor2_1 (12%), xor2_1 (7.5%), nand4_1 (5.9%), nor4_1 (3.8%)` |
| Drt wl/cell | `8.50 um` |
| Max Slew Vio Count | `0` |
| Crit Path Max Fanout | `6` |
| Placed Instances | `225` |
| Die W | `108 um` |
| Fin. Hold Viols | `0` |
| Cycle use final | `65.4%` |
| Worst-margin pin slew | `296 ps` |
| Die height | `between 100 and 150 um` |
| Maximum number of pins on one net before global-route repair | `17` |
| Worst hold path class | `reg -> reg` |
| Die area | `11,700 sq um` |
| Unrepaired setup endpoints after global routing | `false` |
| Setup repair bufs after CTS | `0` |
| Reg2reg setup slack | `2400 ps` |
| Startpoint types | `flop` |
| Arrival time at the worst endpoint | `2040 ps` |
| Post-route setup TNS | `0 ps` |
| DRC Markers | `0` |
| Top Registers | `new_count (28)` |
| Antenna Nets Post-Route | `0` |
| DR vias | `roughly 840` |
| Fillcell total | `838` |
| WS Path Type | `reg -> out` |
| Async set or reset register ratio after synthesis | `0%` |
| Area Growth Syn to Fin | `17.9%` |
| Initial Util | `15.2%` |
==> cell usage in the layout, fill, tap and decap left out, drive strengths merged <==
cell type / instances
nand2: 11
inv: 2
clkbuf: 3
clkdlybuf4s50: 1
nand4: 11
nor4: 7
nand3: 8
xnor2: 16
nor4b: 2
bufinv: 1
ha: 2
or2: 1
or4: 1
and4: 1
nor3: 5
nor2: 11
and3: 5
xor2: 10
buf: 1
dfxtp: 28
==> power by group <==
part	internal, mW	switching [mW]	total (mW)
logic	0	0	0.000000208
registers	0.248	0	0.248
clock network	0.119	0.0748	0.194
==> area by class of cell <==
class                           instances  area, sq um  share of cell area [%]
Tap cell                              102          128                    9.32
Clock buffer                            3         41.3                    3.02
Sequential cell                        28          561                    41.0
Inverter                                2         7.51                   0.548
Multi-Input combinational cell         91          584                    42.7
Clock inverter                          1         30.0                    2.19
Timing Repair Buffer                    2         17.5                    1.28
==> stage by stage <==
stage               instance area (sq um)  utilization [%]
detailed placement                   1300             17.0
finish                               1370             17.9
floorplan                            1160                -
CTS                                  1370             17.9
global route                         1370             17.9
global placement                     1300             17.0
==> layer usage <==
metal / GRT usage, % / share of wire [%] / vias to the layer above
li1: - / - / 438
met1: 5.04 / 50 / 385
met2: 5.78 / 44 / 13
met3: 1.08 / 5.9 / 2
met4: 0.191 / 0.51 / 0
met5: 0 / 0 / -
==> kinds of logic after synthesis <==
family	Yosys count	share of synthesized area, %
and+or+nand+nor	63	28.6
buffers and inverters	4	1.40
adders and majority gates	2	2.15
xor gates and xnor gates	26	19.6
DFF	28	48.3
==> worst min-delay path by stage <==
stage                 depth (start not counted)       endpoint          start  slack, ps
after CTS                                     1  new_count[27]  new_count[27]        470
after global routing                          1  new_count[27]  new_count[27]        500
final                                         1  new_count[27]  new_count[27]        470
==> worst max-delay path, stage by stage (launching register included) <==
cell and delay (ps):
dfxtp_1 430, ha_1 170, nor4b_1 230, nand4_1 130, nor2_1 280, clkdlybuf4s50_1 530
No activity file was given, so power comes from the tool's default toggle rates.
