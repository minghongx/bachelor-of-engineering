`/design/flow/constraint.sdc`:
```
current_design controller

set clk_period 1.1
set clk_io_pct 0.2

create_clock -name clk0 -period $clk_period [get_ports {clk_i}]

set non_clock_inputs [all_inputs -no_clocks]
set_input_delay [expr $clk_period * $clk_io_pct] -clock clk0 $non_clock_inputs
set_output_delay [expr $clk_period * $clk_io_pct] -clock clk0 [all_outputs]
```
`/design/flow/run.sh`:
```
#!/bin/bash
# OpenROAD 26Q1-2900-gdf79404cd8, Yosys 0.63+post, stock flow scripts
make -C /OpenROAD-flow-scripts/flow DESIGN_CONFIG=/design/flow/config.mk WORK_HOME=/design/flow/orfs finish
```
`/design/flow/design.v`:
```
module controller (   
	input clk_i,
	input rst_ni,
	input up_i,
	input down_i,
	input entry_i,
	input restart_i,
	input entering_last_digit_i,
	output reg enable_cntr_o,
	output reg updown_o,
	output reg enable_sft_o,
	output reg enable_lock_o,
	output reg rst_cntr_no,
	output reg rst_entry_indicator_no,
	output reg rst_sft_reg_no
);
reg [1:0] state_d, state_q;
parameter Idle = 2'b00;
parameter Entering = 2'b01;
parameter Entered  = 2'b10;
always @(posedge clk_i, negedge rst_ni)
	if (~rst_ni)
		state_q <= Idle;
	else
		state_q <= state_d;
always @(state_q, up_i, down_i, entry_i, restart_i) begin
	state_d = state_q;
	enable_cntr_o = 1'b0;
	updown_o = 1'b1;
	enable_sft_o = 1'b0;
	enable_lock_o = 1'b1;
	rst_cntr_no = 1'b1;
	rst_entry_indicator_no = 1'b1;
	rst_sft_reg_no = 1'b1;
	case (state_d)
		Idle: begin
			enable_lock_o = 1'b0;
			rst_cntr_no = 1'b0;
			rst_entry_indicator_no = 1'b0;
			rst_sft_reg_no = 1'b0;
			if (restart_i)
				state_d = Entering;
		end
		Entering: begin
			if (up_i) begin
				updown_o = 1'b1;
				enable_cntr_o = 1'b1;
			end else if (down_i) begin
				updown_o = 1'b0;
				enable_cntr_o = 1'b1;
			end
			if (entry_i)
				if (entering_last_digit_i)
					state_d = Entered;
				else
					enable_sft_o = 1'b1;
		end
		Entered:
			if (restart_i) begin
				state_d = Entering;
				rst_cntr_no = 1'b0;
				rst_entry_indicator_no = 1'b0;
				rst_sft_reg_no = 1'b0;
			end
	endcase
end
endmodule
```
`/design/flow/config.mk`:
```
export PLATFORM = sky130hd
export DESIGN_NAME = controller
export DESIGN_NICKNAME = controller
export VERILOG_FILES = /design/flow/design.v
export SDC_FILE = /design/flow/constraint.sdc
export NUM_CORES = 4
export LEC_CHECK = 1
export CORE_AREA = 10 10 70 70
export DIE_AREA = 0 0 80 80
```
==> summary.txt <==
The synthesis and place-and-route flow finished, so here is a summary.

The fraction of power consumed by sequential logic came out at 0.284. The net switching power of the design is 116 uW. The overall chip area is 6400 um^2. The tally of unique sky130hd cells used after synthesis is 12.

The worst reg2reg path endpoint is state_q[2]. Clock latency on the worst-skew pair, taken at its later pin, is 0.23 ns. The layout summary lists the proportion of cells stronger than drive strength 1 as 0.571. The number of buffers created by CTS is 3. The final report gives the core utilization as 0.125. Dividing the final minimum period by the clock period gives 1.14. In this run the critical path is formed by buf_6 > mux2i_4 > buf_2.

For the worst reg-to-reg path, the startpoint reported by OpenROAD is state_q[2]. The TritonCTS clock tree is built. The number of remaining DRC errors is 0.

In this run the cell area of the synthesized design comes to between 150 and 200 um^2. The data arrival at the endpoint of the critical path came out at just over 1 ns. The most used flip-flop cell after synthesis is sky130_fd_sc_hd__dfrtp_1. The tool warning count for the run is 27. The cell-internal power came out at 363 uW.

Setup repair after global routing could not meet its margin everywhere. Among cell families on the critical path, the largest total delay comes from flip-flops. The final timing report gives a worst setup slack of -0.151 ns. The top fanout value on the critical path came out at 3. The analysis reports a worst IR drop on VDD of 0.206 mV. The overall die height came out at 80 um.

The logic gate share of total power came out at 0.314. The final timing report lists a hold violation count of 0. Summed over all layers, the routed wires come to ~650 um. The width of the chip is 80 um. The number of filler instances in the final layout is about 400.

The initial utilization of the core area, before any placement, comes to 0.0480. The worst path required time is 0.88 ns. The global routing report lists combined usage of all routing layers as 0.0234. The relative slew slack came out at 0.892. The number of maximum-capacitance violations recorded for the run is 0. The mean number of vias per cell is 2.32. The top achievable clock speed is approximately 800 MHz.

STA classifies the critical path endpoint as an output port. The number of antenna violations at the first check in global routing came out at 0. Row generation in the floorplan step produced 21 rows.

The routed wirelength normalized by instance count came out at 7.41 um. Buffers placed on the I/O ports in this run total 13. Antenna repair during routing inserted a diode count of 0. The critical path's slowest stage uses the library cell sky130_fd_sc_hd__dfstp_2. The first element of the critical path is state_q[0]. In this run, synthesis produced a sequential element count of 3. The final critical path time including I/O delays and setup came out at 1.25 ns. The worst-margin pin slew came out at 0.161 ns. The share of total power dissipated in the clock network is 0.401. The global-route wire length before repair is 1170 um.

The final timing report counts setup violations totalling 7. The count of nets left with antenna violations once routing finished came out at 0. The total stage count of the critical path came out at 3. The run finished, with violations left. The net switching share of the total power came out at 0.242.

The number of enable flip-flop cells is 0. Relative to the synthesized area, the layout overhead comes to 160%. The cell at the root of the clock tree is sky130_fd_sc_hd__clkbuf_4.

The largest net degree at the start of global routing is 4. The maximum cell stage delay along the critical path is ~0.53 ns. The tally of yosys warning messages is 1.

The register with the most flip-flops in the layout has 3 of them. The first-pass iteration count of the detailed router is 1. The last weighted congestion value of the routability-driven placer came out at 0.722. By area the synthesized netlist is led by sky130_fd_sc_hd__dfrtp_1 31%, sky130_fd_sc_hd__dfstp_2 16%, sky130_fd_sc_hd__buf_4 9.2%. The via count of the first global-routing pass was approximately 240. The final non-filler cell area is 425 um^2. The type of the most critical hold path is input pin to asynchronous set/reset pin. Adding up every negative setup slack in the final design gives -0.671 ns. The I/O pin count came out at 14.

The number of H-tree levels came out at 1. The number of buffers and inverters on the critical path is 2. The post-synthesis chip area from yosys came out at 164 um^2. The sum of net half-perimeters after detailed placement is 482 um.

The area fraction of the largest cell type after synthesis is 0.305. The registers reported with the highest flop counts are state_q: 3 flops. The reported leakage power came out at between 0.00015 and 0.0002 uW. The critical path ends at rst_entry_indicator_no. The final-report max-slew violation count is 0. The critical path is of the register to output port type. The count of vias placed by the detailed router came out at 204. The worst reg-to-reg path cell count is 4.

The placement-stage cell area came out at 359 um^2. STA classifies the critical path startpoint as a register. Global routing finished with a remaining overflow of 0. The minimum setup slack among reg-to-reg paths came out at 0.10 ns. CTS saw 3 sinks.

The worst setup skew after layout is 0.00171 ns. The clock-pin slew on the worst setup and hold paths is 0.04 ns. The initial detailed-routing violation count came out at 0. The total power draw is between 400 and 500 uW. The cell count after synthesis is 18. The worst hold slack across all endpoints came out at 0.174 ns.

The cell accounting for the most synthesized area is sky130_fd_sc_hd__dfrtp_1. The standard cell core area is 3420 um^2. For reference, the post-synthesis area per instance comes to 9.11 um^2. The share of the yosys chip area belonging to registers came out at 0.466. The register name with the most flops is state_q. After synthesis, the share of flip-flops with an asynchronous set or reset is 1.00. The number of cell instances after yosys synthesis came out at 18. The report lists the power per cell area as 1130 nW/um^2. The maximum clock path buffer count is 2. The final reports fail on negative setup slack.
metrics by stage:
| step | worst slack (ns) | instances |
|---|---|---|
| 2_1_floorplan | 0.180 | 18 |
| 3_3_place_gp | -0.546 | 78 |
| 3_5_place_dp | -0.566 | 78 |
| 4_1_cts | -0.171 | 88 |
| 5_1_grt | -0.201 | 88 |
| 6_report | -0.151 | 88 |
kinds of logic (layout without fill, tap and decap cells):
kind of cell / after synthesis / in the layout / share of synthesized area
AOI/OAI and AO/OA: 4 / 4 / 0.168
and+or+nand+nor: 6 / 6 / 0.168
muxes: 1 / 1 / 0.0611
DFF: 3 / 3 / 0.466
buffers and inverters: 4 / 28 / 0.137
worst min path at each step:
stage | cells after the start | startpoint | to | slack, ns
after CTS | 1 | rst_ni | state_q[1] | 0.17
after global routing | 1 | rst_ni | state_q[1] | 0.17
final | 1 | rst_ni | state_q[1] | 0.17
power by group through the flow:
| stage | Clock, uW | Combinational [uW] | Sequential [uW] |
|---|---|---|---|
| CTS | 205 | 140 | 135 |
| global route | 208 | 167 | 137 |
| finish | 192 | 150 | 136 |
what timing repair did:
action,in CTS,in global routing
gates resized,30,3
hold buffers,0,0
endpoints found under the hold margin,0,0
pin swaps,3,1
gates cloned,0,0
setup endpoints to repair,7,7
setup buffers,6,0
final cells by class:
cell class / instances / area [um^2] / area share
inverter: 2 / 7.51 / 0.0176
clock buffer: 4 / 26.3 / 0.0618
multi-input combinational: 11 / 87.6 / 0.206
sequential: 3 / 76.3 / 0.179
timing repair buffer: 22 / 170 / 0.400
tap: 46 / 57.6 / 0.135
layer usage:
layer | part of all wire | vias up | track usage
met5 | 0 | - | 0
met4 | 0 | 0 | 0.00352
met3 | 0.22 | 0 | 0.0284
met2 | 0.32 | 13 | 0.0281
met1 | 0.46 | 85 | 0.0260
li1 | - | 106 | -
cell usage in the layout, fill, tap and decap left out, drive strengths merged:
| master | netlist | routed |
|---|---|---|
| dfrtp | 2 | 2 |
| dfstp | 1 | 1 |
| nand3b | 1 | 1 |
| clkbuf | 0 | 4 |
| a21bo | 1 | 1 |
| clkdlybuf4s50 | 0 | 3 |
| buf | 2 | 16 |
| o21ai | 2 | 2 |
| inv | 2 | 2 |
| nor2 | 2 | 2 |
| dlygate4sd2 | 0 | 3 |
| nand3 | 1 | 1 |
| o21a | 1 | 1 |
| nand2 | 2 | 2 |
| mux2i | 1 | 1 |
Power and IR drop assume default switching activity.
